File: flow/config.mk
export PLATFORM = sky130hd
export DESIGN_NAME = All_in_one
export DESIGN_NICKNAME = All_in_one
export VERILOG_FILES = /design/flow/design.v
export SDC_FILE = /design/flow/constraint.sdc
export NUM_CORES = 4
export LEC_CHECK = 1
export CORE_AREA = 10 10 87 87
export DIE_AREA = 0 0 97 97
File: flow/run.sh
#!/bin/bash
# OpenROAD 26Q1-2900-gdf79404cd8, Yosys 0.63+post, stock flow scripts
make -C /OpenROAD-flow-scripts/flow DESIGN_CONFIG=/design/flow/config.mk WORK_HOME=/design/flow/orfs finish
File: flow/constraint.sdc
current_design All_in_one

set clk_period 1.9
set clk_io_pct 0.2

create_clock -name clk0 -period $clk_period [get_ports {clk}]

set non_clock_inputs [all_inputs -no_clocks]
set_input_delay [expr $clk_period * $clk_io_pct] -clock clk0 $non_clock_inputs
set_output_delay [expr $clk_period * $clk_io_pct] -clock clk0 [all_outputs]
File: flow/design.v
`timescale 1ns / 1ps
module All_in_one(
    input [2:0] Mode,
    input Reset,
    input Preset,
    input clk,
    output [3:0] U_counter,
    output [3:0] D_counter,
    output [3:0] Mod10_counter,
    output [3:0] Mod5_counter,
    output [3:0] R_counter,
    output [3:0] J_counter,
    output [3:0] Even_counter,
    output [3:0] Odd_counter
    );
    wire[7:0]D;
    wire[7:0]cin;
    Mode3_8Decoder de(Mode[2:0],Reset,D[7:0]);
    and(cin[0],D[0],Reset);
    and(cin[2],D[2],Reset);
    and(cin[3],D[3],Reset);
    and(cin[4],D[4],Reset);
    and(cin[5],D[5],Reset);
    and(cin[6],D[6],Reset);
    and(cin[7],D[7],Reset);
    and(cin[1],D[1],Reset);
    Four_bit_Up_counter Count1(cin[0],clk,U_counter[3:0]);
    Four_bit_Down_counter Count2(cin[1],clk,D_counter[3:0]);
    Mod_10_Up_counter Count3(cin[2],clk,Mod10_counter[3:0]);
    Mod_5_Down_counter Count4(cin[3],clk,Mod5_counter[3:0]);
    Ring_counter Count5(cin[4],clk,Preset,R_counter[3:0]);
    Johnson_counter Count6(cin[5],clk,J_counter[3:0]);
    Even_counter Count7(cin[6],clk,Even_counter[3:0]);
    Odd_counter Count8(cin[7],clk,Odd_counter[3:0]);
endmodule
`timescale 1ns / 1ps
module Even_counter(
    input clear,
    input clk,
    output reg [3:0] Cout
    );
    initial
     Cout=4'b0000;
    always@(posedge clk)
    begin
         if(clear==0)
            Cout<=0;  
         else
            begin
              if(Cout % 2 != 0)  
                    Cout<=0;
              else
                     begin
                     if(Cout == 14)  
                         Cout<=0;
                     else
                         Cout<=Cout+2;  
                     end 
              end
    end
endmodule
`timescale 1ns / 1ps
module Four_bit_Down_counter(
    input clear,
    input clk,
    output reg [3:0] Cout
    );
     initial
     Cout=4'b1111;
     always @ (posedge clk) 
     begin   
    if (clear==0)  
      Cout <= 0;  
    else  
      Cout <= Cout - 1;  
  end    
endmodule
`timescale 1ns / 1ps
module Four_bit_Up_counter(
    input clear,
    input clk,
    output reg [3:0] Cout
    );
     initial
      Cout=0;
     always @ (posedge clk) 
     begin  
    if (clear==0)  
      Cout <= 0;  
    else  
      Cout <= Cout + 1;  
  end    
endmodule
`timescale 1ns / 1ps
module Johnson_counter(
    input clear,
    input clk,
    output reg [3:0] Cout
    );
    integer i;
    initial
     Cout=4'b0000;
    always @ (posedge clk) 
    begin  
      if (clear==0)  
         Cout <= 0;  
      else begin  
        Cout[3] <= ~Cout[0];  
        for (i = 0; i < 3; i=i+1) begin  
          Cout[i] <= Cout[i+1];  
        end  
      end  
  end  
endmodule
`timescale 1ns / 1ps
module Mod_10_Up_counter(
    input clear,
    input clk,
    output reg [3:0] Cout
    );
    initial
     Cout=4'b0000;
    always@ (posedge clk)
begin 
if( clear==0 | Cout==4'b1001)
Cout <= 4'b0000;
else
Cout <= Cout+ 1;
end
endmodule
`timescale 1ns / 1ps
module Mod_5_Down_counter(
    input clear,
    input clk,
    output reg [3:0] Cout
    );
    initial
     Cout=4'b0101;
     always@ (posedge clk)
     begin
       if( clear==0)
         Cout <= 4'b0000;
       else
         begin
         if(Cout<=5&Cout>0)
            Cout<=Cout-1;
         else
            Cout<=4'b0101;
         end
    end
endmodule
`timescale 1ns / 1ps
module Mode3_8Decoder(
    input [2:0] Mode,
    input Reset,
    output reg [7:0] D
    );
    always @(*)
    begin
      if(Reset==1)
      begin
      D=8'd0;
       case (Mode)
       3'b000: D=8'd1;
       3'b001: D=8'd2;
       3'b010: D=8'd4;
       3'b011: D=8'd8;
       3'b100: D=8'd16;
       3'b101: D=8'd32;
       3'b110: D=8'd64;
       3'b111: D=8'd128;
       default:D=8'd0;
       endcase
      end
      else
      D=8'd0;
    end
endmodule
`timescale 1ns / 1ps
module Odd_counter(
    input clear,
    input clk,
    output reg [3:0] Cout
    );
    initial
     Cout=4'b0001;
    always@(posedge clk)
    begin 
         if(clear==0)
            Cout<=1;  
         else
            begin
              if(Cout % 2 == 0)  
                    Cout<=1;
              else
                     begin
                     if(Cout == 15)  
                         Cout<=1;
                     else
                         Cout<=Cout+2;  
                     end 
              end
    end
endmodule
`timescale 1ns / 1ps
module Ring_counter(
    input clear,
    input clk,
    input Preset,
    output reg [3:0] Cout
    );
    integer i;
      always @ (posedge clk) begin
      if(clear==0)
          Cout <=0;
      else
      begin  
      if (Preset)  
         Cout <= 1;  
      else begin  
        Cout[3] <= Cout[0];  
        for (i = 0; i < 3; i=i+1)
         begin  
          Cout[i] <= Cout[i+1];  
        end  
      end  
      end
  end 
endmodule
==> results.yml <==
# implementation run metrics
floorplan:
  die_x_um: 97
  fp-utilization_pct: 21.1
  dieArea_mm2: 0.00941
  io_pins: 38
  core_area_mm2: 0.00564
  die_y_um: 97
  rows: 27
pwr:
  power.density_mw_per_mm2: 702
  power_frac_comb_pct: 5.4
  p_sw_share_pct: 21.9
  p_switching_mw: 0.257
  vdd.ir_drop.worst_mv: 0.277
  p_leak_nw: 0.632
  power_frac_seq_pct: 54.7
  totalPowerFinal_mw: 1.17
  intPower_mw: 0.917
  pwr-share-clk_pct: 39.9
critical_path:
  cp.arrival_ns: 1.21
  start_kind: "flop"
  critPathTopFamily: "buffers and inverters"
  rr_worst_depth: 5
  crit_type: "reg -> out"
  cp_slowest_cell: "clkdlybuf4s50_1"
  crit_required_ns: 1.52
  cp_num_cells: 1
  slowest_delay_ns: 0.52
  ff2ff_setup_slack_ns: 0.50
  reg2reg_to: "Count4.Cout[1]"
  path_max_fanout: 7
  cp-end-kind: "output port"
  crit_chain: "clkdlybuf4s50_1"
  path_buffers: 1
  r2r-start: "Count4.Cout[0]"
layout:
  stdcell_area_mm2: 0.00167
  fillers: 587
  final_common_cell: "clkdlybuf4s50_1"
  layout.cells.non_filler: 226
  layout_top_cells: "35 x clkdlybuf4s50_1, 30 x dfxtp_1, 12 x nor2_1"
  drive_gt1_share_pct: 7.79
  area_growth_pct: 40.6
  ff_latch_area_um2: 601
  layout.area.comb_um2: 531
  fin_util_pct: 29.7
clock_network:
  cts_resized: 0
  cts_max_path_buffers: 2
  cts-hold-fix-buffers: 0
  cts-buffers-inserted: 5
  htree_levels: 2
  cts_setup_buffers: 0
  clock.latency.late_pin_ns: 0.27
  clk_pin_slew_worst_paths_ns: 0.06
  cts_root_buffer: "clkbuf_8"
  cts.sinks: 30
  tritoncts: "yes"
global_route:
  grt_usage_pct: 5.49
  grt_pass1_wl_um: 4370
  antenna_found_initial: 0
  grt_max_degree: 11
  grt_overflow: 0
  grt_pass1_vias: 889
detailed_routing:
  drt_iter0_drc: 46
  wirelength_um: 2600
  antenna_cells: 0
  remaining_drc_errors: 0
  num_vias: 870
  first_pass_iters: 4
  wl_per_cell_um: 11.5
  via_per_inst: 3.85
  ant_nets: 0
placed_design:
  place_area_mm2: 0.00159
  place.gp.congestion: 0.757
  dp_hpwl_um: 2040
  pre_cts_slack_ns: 0.239
  dp.cells: 219
  io_buffers: 35
logic_synthesis:
  ys.flops: 30
  adder_share_pct: 10.5
  ff_type: "dfxtp_1"
  synth_cells: 116
  ys_types: 28
  compound_area_share_pct: 2.42
  synth_area_mm2: 0.00119
  synth_warnings: 9
  ys_seq_share_pct: 50.5
  synth-cells-yosys: 116
  synth_top_area_share_pct: 50.5
  yosysTopAreaCell: "dfxtp_1"
  ys_top_cells_by_area: "dfxtp_1 50%, ha_1 11%, and2_1 5.3%, nor2_1 3.8%, nand3b_1 2.5%"
  edf_count: 0
  top_logic_kind: "simple AND/OR/NAND/NOR gates"
  yosys_area_mm2: 0.00119
  muxShareOfSynthArea_pct: 0
  async_flop_share_pct: 0
  synth_simple_gate_area_share_pct: 28.1
  synth.cellmix.xorXnorShare_pct: 2.94
  syn-mean-instance-area_um2: 10.3
timing:
  holdWs_ns: 0.411
  clock-skew-final_ns: 0.00333
  max_freq_ghz: 0.628
  fin_ws_ns: 0.308
  rsz0062_at_grt: "no"
  maxSlewViolCount: 0
  fin_setup_tns_ns: 0
  finalCritPeriodShare_pct: 83.8
  fin_crit_ns: 1.59
  hold_violations: 0
  setup_viol: 0
status:
  status: "completed"
hold_path:
  hold_depth: 1
  hold_end: "Count6.Cout[3]"
  hp-class: "reg -> reg"
  hp-start: "Count6.Cout[0]"
run:
  tool_warnings: 27
  maxCapViolCount: 0
==> worst max-delay path by stage <==
stage / from / endpoint / slack, ns
4_1_cts: Count3.Cout[2] / Mod10_counter[2] / 0.29
5_1_grt: Count3.Cout[2] / Mod10_counter[2] / 0.23
6_report: Count3.Cout[2] / Mod10_counter[2] / 0.31
==> cells in the mapped netlist, drive strengths merged (2+ instances only) <==
cell    instances
ha             10
nand3           2
nand4b          2
nor4            4
nor3b           3
nor2           12
xnor2           3
inv             6
nor3            5
nor2b           3
nand2b          2
buf             3
a21oi           3
and2           10
nand3b          4
conb            2
nand2           5
dfxtp          30
==> power by group through the flow <==
stage	combinational [mW]	clock, mW	sequential, mW
CTS	0.0645	0.496	0.643
global route	0.0712	0.524	0.644
finish	0.0629	0.469	0.643
==> area by class of cell <==
class,instances,share of cell area [%]
Multi-Input combinational cell,76,31.7
Clock buffer,5,4.11
Timing Repair Buffer,35,20.9
Clock inverter,2,0.598
Sequential cell,30,35.9
Tap cell,72,5.39
Inverter,6,1.35
==> routing by layer <==
metal / wire [µm] / up-vias / track usage, % / share of wire (%)
li1: - / 454 / - / -
met1: 1140 / 388 / 6.41 / 44
met2: 1100 / 23 / 8.23 / 42
met3: 318 / 5 / 3.80 / 12
met4: 37 / 0 / 0.902 / 1.4
met5: 0 / - / 0 / 0
==> state kept, by name (all words and copies together), names as in the netlist <==
| register | count |
|---|---|
| Count1.Cout | 4 |
| Count2.Cout | 4 |
| Count3.Cout | 4 |
| Count4.Cout | 4 |
| Count5.Cout | 4 |
| Count6.Cout | 4 |
| Count7.Cout | 3 |
| Count8.Cout | 3 |
==> logic make-up after synthesis <==
kind of cell,Yosys count
AND-OR/OR-AND,5
XOR/XNOR,4
adder cells (fa/ha/maj),10
buffers and inverters,10
flip-flops,30
other,2
AND/OR/NAND/NOR,55
No activity file was given, so power comes from the tool's default toggle rates.
